### /design/flow/run.sh
#!/bin/bash
# OpenROAD 26Q1-2900-gdf79404cd8, Yosys 0.63+post, stock flow scripts
make -C /OpenROAD-flow-scripts/flow DESIGN_CONFIG=/design/flow/config.mk WORK_HOME=/design/flow/orfs finish
### /design/flow/design.v
`timescale 1ns/1ps
module alu(
    clk,             
    rst_n,           
    src1,            
    src2,            
    ALU_control,     
    result,          
    zero,            
    cout,            
    overflow         
);
input clk;
input rst_n;
input [31:0] src1;
input [31:0] src2;
input [3:0] ALU_control;
output [32-1:0] result;
output zero;
output cout;
output overflow;
parameter less = 1'd0;
genvar NN;
reg [32-1:0] result;
wire [30:0] w_result;
reg zero, cout, overflow;
wire in[32:0];
reg sel_A,sel_B;
wire add_xor0,add_result,add_and0,add_and1;
wire And_result,Or_result;
reg result_31;
wire or_all[31:0];
reg [3:0] R_ALU;
assign add_xor0 = sel_A^sel_B;
assign add_and0 = sel_A&sel_B;
assign add_result = add_xor0^in[31];
assign add_and1 = add_xor0&in[31];
assign And_result = add_and0;
assign Or_result = sel_A|sel_B;
always@(posedge clk or negedge rst_n) 
begin
	if(!rst_n) begin
		cout <= 1'd0;
	end
	else begin
		case(ALU_control[1:0])
		2'b10: cout <= add_and1|add_and0;
		default: cout <= 1'd0;
		endcase
	end
end
always@(*) begin
	case(ALU_control[3])
	1'd0: sel_A = src1[31];
	1'd1: sel_A = ~src1[31];
	default: sel_A = src1[31];
	endcase
end
always@(*) begin
	case(ALU_control[2])
	1'd0: sel_B = src2[31];
	1'd1: sel_B = ~src2[31];
	default: sel_B = src2[31];
	endcase
end
always@(*) begin
	case(ALU_control[1:0])
	2'd0: result_31 = And_result;
	2'd1: result_31 = Or_result;
	2'd2: result_31 = add_result;
	2'd3: result_31 = less;
	default: result_31 = 1'd0;
	endcase
end
assign or_all[0]=result_31;
generate
for (NN=0;NN<31;NN=NN+1)begin
	assign or_all[NN+1] = or_all[NN]|w_result[NN];
end
endgenerate
always@(posedge clk or negedge rst_n)begin
	if(!rst_n) begin
		zero <= 1'd0;
	end
	else begin
		zero <= ~or_all[31];
	end
end
assign in[0] = (ALU_control[2])? 1'd1:1'd0;
always@(posedge clk or negedge rst_n) 
begin
	if(!rst_n) begin
		result <= 32'd0;
	end
	else begin
		result <= {result_31,w_result}; 
	end
end
always@(posedge clk or negedge rst_n) 
begin
	if(!rst_n) begin
		overflow <= 1'd0;
	end
	else begin
		case(ALU_control[1:0])
		2'b10: overflow <= (add_and1|add_and0)^in[31];
		default: overflow <= 1'd0;
		endcase
	end
end
alu_top ALU00(
		.src1(src1[0]), 
		.src2(src2[0]), 
		.less(add_result), 
		.A_invert(ALU_control[3]), 
		.B_invert(ALU_control[2]), 
		.cin(in[0]), 
		.operation(ALU_control[1:0]),
		.result(w_result[0]), 
		.cout(in[1])
		);
generate 
for (NN=1; NN<31; NN=NN+1)begin
	alu_top ALU01_30(
		.src1(src1[NN]), 
		.src2(src2[NN]), 
		.less(less), 
		.A_invert(ALU_control[3]), 
		.B_invert(ALU_control[2]), 
		.cin(in[NN]), 
		.operation(ALU_control[1:0]),
		.result(w_result[NN]), 
		.cout(in[NN+1])
		);
end
endgenerate
endmodule
`timescale 1ns/1ps
module alu_top(
    src1,        
    src2,        
    less,        
    A_invert,    
    B_invert,    
    cin,         
    operation,   
    result,      
    cout         
);
input src1;
input src2;
input less;
input A_invert;
input B_invert;
input cin;
input [1:0] operation;
output result;
output cout;
reg result, cout;
reg sel_A,sel_B;
wire add_xor0,add_result,add_and0,add_and1;
wire And_result,Or_result;
assign add_xor0 = sel_A^sel_B;
assign add_and0 = sel_A&sel_B;
assign add_result = add_xor0^cin;
assign add_and1 = add_xor0&cin;
assign And_result = add_and0;
assign Or_result = sel_A|sel_B;
always@(*) begin
	cout = add_and1|add_and0;
end
always@(*) begin
	case(A_invert)
	1'd0: sel_A = src1;
	1'd1: sel_A = ~src1;
	default: sel_A = src1;
	endcase
end
always@(*) begin
	case(B_invert)
	1'd0: sel_B = src2;
	1'd1: sel_B = ~src2;
	default: sel_B = src2;
	endcase
end
always@(*) begin
	case(operation)
	2'd0: result = And_result;
	2'd1: result = Or_result;
	2'd2: result = add_result;
	2'd3: result = less;
	default: result = 1'd0;
	endcase
end
endmodule
### /design/flow/config.mk
export PLATFORM = sky130hd
export DESIGN_NAME = alu
export DESIGN_NICKNAME = alu
export VERILOG_FILES = /design/flow/design.v
export SDC_FILE = /design/flow/constraint.sdc
export NUM_CORES = 4
export LEC_CHECK = 1
export CORE_UTILIZATION = 50
export SYNTH_HDL_FRONTEND = slang
### /design/flow/constraint.sdc
current_design alu

set clk_period 1.0
set clk_io_pct 0.2

create_clock -name clk0 -period $clk_period [get_ports {clk}]

set non_clock_inputs [all_inputs -no_clocks]
set_input_delay [expr $clk_period * $clk_io_pct] -clock clk0 $non_clock_inputs
set_output_delay [expr $clk_period * $clk_io_pct] -clock clk0 [all_outputs]
==> flow_summary.yaml <==
# flow metrics
status:
  status: "finished, violations left"
  violations: "negative hold slack, negative setup slack"
sta:
  finalSetupViolCount: 36
  slew_viol_final: 0
  rsz0062_at_grt: "true"
  fmax_mhz: 81.6
  slew-limit-headroom_pct: 74.4
  fin_setup_tns_ns: -203.26
  finalHoldViolations: 35
  worst_slew_pin_slew_ns: 0.381
  fin_crit_ns: 12.25
  hold_slack_ns: -0.151
  timing.final.crit_share_pct: 1230
  fin_ws_ns: -11.25
power:
  intPower_w: 0.00444
  p_clk_share_pct: 19.7
  p_total_w: 0.00666
  combPwrFrac_pct: 55.0
  switching_share_pct: 33.3
  ir_drop_mv: 0.755
  p_leak_nw: 3.29
  power.switching_w: 0.00222
  sequentialPowerShare_pct: 25.4
  power.density_nw_per_um2: 1050
floorplan:
  core_area_um2: 7850
  fp-row-count: 32
  initCoreUtil_pct: 52.3
  dieHeight_um: 92.6
  chipArea_um2: 8580
  pin_count: 105
  die_w_um: 92.6
worst_setup_path:
  cp.arrival_ns: 12.49
  slowest_delay_ns: 0.52
  crit_fanout: 4
  cpMostUsedCell: "fa_2"
  crit_path_end_kind: "register"
  slowest_stage: "or4_1"
  cp.required_ns: 1.23
  crit_type: "in2reg"
  cp-start-kind: "input pin"
final_layout:
  layout.cells.most_common: "buf_4"
  final_layout_top_logic_cells: "buf_4, inv_1, ha_1"
  nFillCells: 499
  syn_to_final_growth_pct: 54.8
  stdcell_area_um2: 6350
  drive_gt1_share_pct: 37.3
flow_run:
  drv_cap: 0
  warning_count: 94
clock_network:
  cts-buffers-inserted: 5
  cts-htree-levels: 2
  clockBufferDepth: 2
  clock-sinks: 35
  root_buffer: "clkbuf_8"
  clk_pin_slew_ns: 0.08
  cts_tree: "yes"
detailed_routing:
  vias: 3447
  drt-pass1-iter-count: 4
  antenna_left: 0
  wire_per_inst_um: 12.8
  n_antenna_cell: 0
  wl_um: 9540
  routed_via_density: 4.63
  drc: 0
  drtIter0Drc: 44
synth:
  ys_seq_share_pct: 21.3
  ys_async_sr_fraction_pct: 100
  area_leaders: "dfrtp_1, ha_1, fa_1"
  synth-edff-count: 0
  syn_area_um2: 4110
  synth_area_leader_cell: "dfrtp_1"
  avgSynthCellArea_um2: 9.92
  yosysCellCount: 414
  synth_warnings: 0
  ys_types: 29
  synthCells: 414
  flop_cell: "dfrtp_1"
  synthDominantCellAreaShare_pct: 21.3
  yosys_area_um2: 4110
  synth_flops: 35
placed_design:
  io_buffers: 104
  hpwl_um: 7700
  place.gp.congestion: 0.954
  placed_area_um2: 6290
hold_path:
  hp-class: "in2async"
grt:
  grt_antenna_before_repair: 0
  grt-ovfl-total: 0
  grt_pass1_wl_um: 16100
  grt_pass1_vias: 3564
  grt_max_degree: 36
  grt.total_usage_pct: 24.7
==> path summary, 6_finish.rpt <==
check / startpoint / end / slack, ns / cells past startpoint
setup / recovery: ALU_control[3] / zero$_DFF_PN0_ / -11.25 / 40
hold / removal: rst_n / result[4]$_DFF_PN0_ / -0.15 / 2
max in group asynchronous: rst_n / result[22]$_DFF_PN0_ / 0.96 / 2
min in group clk0: ALU_control[0] / result[26]$_DFF_PN0_ / 0.46 / 3
==> registers in the layout, indices dropped and copies added (netlist names) <==
signal,count
cout,1
zero,1
result,32
overflow,1
==> timing repair <==
| action | in CTS | in global routing |
|---|---|---|
| setup endpoints to repair | 70 | 43 |
| resized | 143 | 4 |
| endpoints found under the hold margin | 35 | 35 |
| setup buffers | 11 | 0 |
| gates cloned | 0 | 0 |
| pin swaps | 27 | 1 |
==> through the flow <==
step / util [%] / std cells / setup WS (ns)
CTS: 80.7 / 745 / -11.25
global route: 81.0 / 745 / -11.60
global placement: 80.2 / 733 / -11.87
floorplan: - / 414 / -11.24
detailed placement: 80.2 / 733 / -11.94
finish: 81.0 / 745 / -11.25
==> Yosys cell counts, types with 7 or more instances <==
master	count
mux2i_1	13
nor2b_1	33
o31a_1	17
clkbuf_1	9
dfrtp_1	35
ha_1	64
o22ai_1	12
xor2_1	61
fa_1	31
buf_2	7
inv_1	75
o21ai_0	17
==> layout make-up <==
type	instances	area, um2	area share, %
Multi-Input combinational cell	281	3030	47.7
Timing Repair Buffer	244	1930	30.3
Sequential cell	35	876	13.8
Inverter	75	282	4.43
Clock buffer	5	68.8	1.08
Tap cell	102	128	2.01
Clock inverter	3	43.8	0.689
==> metal layers <==
metal / GRT usage, % / vias to the layer above / part of all wire, %
li1: - / 1732 / -
met1: 36.9 / 1619 / 46
met2: 41.4 / 85 / 48
met3: 3.01 / 11 / 4.2
met4: 2.95 / 0 / 1.5
met5: 0 / - / 0
==> cell families after synthesis <==
kind of cell | Yosys count | synth area share (%)
multiplexers | 13 | 3.17
AND-OR/OR-AND | 53 | 8.62
buffers and inverters | 98 | 9.81
adder cells (fa/ha/maj) | 95 | 34.6
AND/OR/NAND/NOR | 54 | 8.38
XOR/XNOR | 66 | 14.1
flip-flops | 35 | 21.3
==> critical path, delay by kind of cell <==
| kind | cells | cell delay, ns |
|---|---|---|
| AND/OR/NAND/NOR | 4 | 1.00 |
| AND-OR/OR-AND | 2 | 0.44 |
| buffers and inverters | 2 | 0.15 |
| adder cells (fa/ha/maj) | 31 | 10.54 |
| XOR/XNOR | 1 | 0.13 |
==> power groups by stage <==
| stage | combinational [W] | clock, W | sequential (W) |
|---|---|---|---|
| finish | 0.00366 | 0.00131 | 0.00169 |
| global route | 0.00412 | 0.00139 | 0.00171 |
| CTS | 0.00363 | 0.00133 | 0.00169 |
Power figures rest on the tool's default switching activity, not on a simulated workload.
