## flow/run.sh

```bash
#!/bin/bash
# OpenROAD 26Q1-2900-gdf79404cd8, Yosys 0.63+post, stock flow scripts
make -C /OpenROAD-flow-scripts/flow DESIGN_CONFIG=/design/flow/config.mk WORK_HOME=/design/flow/orfs finish
```

## flow/design.v

```verilog
`timescale 1ns/1ps
module Adder(
    src1_i,
	src2_i,
	sum_o
	);
input  [32-1:0]  src1_i;
input  [32-1:0]	 src2_i;
output [32-1:0]	 sum_o;
wire    [32-1:0]	 sum_o;
assign sum_o = src1_i + src2_i;
endmodule
```

## flow/constraint.sdc

```tcl
current_design Adder

set clk_period 24.1
set clk_io_pct 0.2

create_clock -name clk0 -period $clk_period

set non_clock_inputs [all_inputs -no_clocks]
set_input_delay [expr $clk_period * $clk_io_pct] -clock clk0 $non_clock_inputs
set_output_delay [expr $clk_period * $clk_io_pct] -clock clk0 [all_outputs]
```

## flow/config.mk

```make
export PLATFORM = sky130hd
export DESIGN_NAME = Adder
export DESIGN_NICKNAME = Adder
export VERILOG_FILES = /design/flow/design.v
export SDC_FILE = /design/flow/constraint.sdc
export NUM_CORES = 4
export LEC_CHECK = 1
export CORE_AREA = 10 10 85 85
export DIE_AREA = 0 0 95 95
export SYNTH_HDL_FRONTEND = slang
```

==> notes.md <==
Numbers from the implementation run.

STA classifies the critical path endpoint as an output pin. The final routed DRC violation total is 0. The number of instances in the synthesized netlist is 241.

The via count of the first global-routing pass is just over 2k. The ratio of total power to cell area is around 29 mW/mm^2. Global routing finished with a remaining overflow of 0. The synthesized netlist occupies a cell area of 0.00174 sq mm. Setup repair after global routing left no endpoint under its margin. The area of all placed cells without fillers is 0.00275 sq mm. Warnings raised by the tools during the run amount to 32.

The total area inside the core boundary comes to ~0.0055 sq mm. Per the layout area report, the combinational gate area comes to 0.00168 sq mm. For reference, compound AND-OR and OR-AND cells occupy between 30% and 40% of the area reported after synthesis. The critical-path maximum fanout is 4. The total of fill cells in the finished design is 569.

The area growth from synthesis to layout is 57.7%. The largest net degree at the start of global routing is 11. The fraction of final layout cells sized beyond drive strength 1 is a little over 3%. The timing-limited maximum frequency is about 80 MHz.

The path class of the lowest-slack min-delay path is in2out. The routed layout has slightly above 2k vias. The area of placed instances is 0.00275 sq mm.

The first-pass GRT wire length is roughly 9500 um. Across all setup checks in the final design, the least slack found is roughly 12 ns. For the worst setup path, the data arrival time is roughly 7.7 ns. The clock period minus final worst setup slack is roughly 13 ns. The vertical die dimension reported for this design is 95 um. For this design, Yosys synthesis ends with a cell count of 241. The final hold violation count is 0. Along the worst hold path, the cell count comes to 3. The total die size is 0.00903 sq mm. After its last routability iteration, the placer logged a weighted congestion of roughly 0.92.

The sequential area share after synthesis is 0%. The number of synthesis warnings is 0. For reference, full adder, half adder and majority cells occupy roughly a quarter of the area reported after synthesis.

The worst setup path is launched from an input port. Before placement the cells fill a little under a third of the core. Per the layout report, the design carries 0 clock buffers.

Setup total negative slack on the finished layout was measured at 0 ns. The fraction of the mapped netlist area in simple logic gates is a little under a fifth. The final timing report counts setup violations totalling 0. The initial antenna violation count came to 0. The count of instances resized after the clock tree is built is 0. The detailed-placement wirelength estimate is between 5000 and 6000 um.

STA on the placed design reports a worst setup slack of between 10 and 15 ns. The transition time recorded at the tightest slew-check pin is between 0.5 and 0.6 ns. Detailed-route iteration 0 reported a violation count of between 50 and 60. The tool flagged a number of max-cap violations equal to 0. The run finished with clean final reports. The first detailed-routing pass ran for 4 iterations. The remaining antenna violation count after routing is 0. The global routing report lists combined usage of all routing layers as around an eighth. Per the detail_route report, vias per standard cell equal ~5.2. The number of setup buffers added after CTS is 0.

In this run the worst setup path begins at src1_i[0]. The synthesized netlist contains 50 unique library cells. The power report puts the leakage power at between 1 and 1.5 nW.

The required time at the worst endpoint is listed as a little under 20 ns. The slew check shows that the tightest pin keeps a relative margin of between 60% and 70%. In this run, the synthesized area fraction spent on xor and xnor cells is recorded as ~14%.

After synthesis, the chip area reported by Yosys is 0.00174 sq mm. The average footprint of a synthesized cell is around 7.2 sq um. For this block, the routed nets add up to roughly 5800 um of wire. The main kind of combinational logic by area is AND-OR/OR-AND gates.

The register cell area after layout is 0 sq um. The part of the cycle the worst path needs is a little over half. The multiplexer area fraction after synthesis is between 1 and 1.5%.

The highest ir drop seen on vdd is ~0.012 mV. The count of sequential standard cells is 0. The floorplan row count is 27.

The die extent in x is 95 um. The detail-routed net length per standard cell is ~15 um. The number of top-level pins is 96. The worst setup path is of the in2out kind. The count of hold-fix buffers inserted at cts is 0. The antenna diode count is 0.

The end point of the critical path is sum_o[26]. The max-slew violation total from the final report is 0. The count of port buffers added during placement is between 90 and 100.
critical path, cell delays in order:
cell	delay, ns
sky130_fd_sc_hd__clkdlybuf4s50_1	0.40
sky130_fd_sc_hd__ha_1	0.24
sky130_fd_sc_hd__fa_1	0.40
sky130_fd_sc_hd__a21o_1	0.22
sky130_fd_sc_hd__a31o_2	0.28
sky130_fd_sc_hd__nand3_1	0.09
sky130_fd_sc_hd__o221ai_1	0.21
sky130_fd_sc_hd__a311oi_1	0.32
sky130_fd_sc_hd__o21bai_1	0.10
sky130_fd_sc_hd__xor2_1	0.13
sky130_fd_sc_hd__clkdlybuf4s50_1	0.49
cell type report:
cell class,instances,area share (%)
Inverter,6,0.819
Multi-Input combinational cell,224,61.0
Tap cell,72,3.27
Timing Repair Buffer,96,34.9
synth_stat cells, types with 2 or more instances:
library cell | count | share of area [%]
sky130_fd_sc_hd__o221ai_1 | 2 | 1.0
sky130_fd_sc_hd__clkbuf_1 | 8 | 1.7
sky130_fd_sc_hd__inv_1 | 6 | 1.3
sky130_fd_sc_hd__or2_2 | 3 | 1.1
sky130_fd_sc_hd__nor2_1 | 12 | 2.6
sky130_fd_sc_hd__o311ai_1 | 2 | 1.0
sky130_fd_sc_hd__o21a_1 | 2 | 0.86
sky130_fd_sc_hd__nand2b_1 | 2 | 0.72
sky130_fd_sc_hd__ha_1 | 31 | 22
sky130_fd_sc_hd__a21oi_1 | 29 | 8.3
sky130_fd_sc_hd__a31oi_1 | 3 | 1.1
sky130_fd_sc_hd__o21bai_1 | 4 | 1.7
sky130_fd_sc_hd__a311oi_1 | 2 | 1.0
sky130_fd_sc_hd__a211oi_1 | 3 | 1.3
sky130_fd_sc_hd__a21o_1 | 19 | 8.2
sky130_fd_sc_hd__o211ai_1 | 3 | 1.3
sky130_fd_sc_hd__xnor2_1 | 13 | 6.5
sky130_fd_sc_hd__nor3_1 | 4 | 1.1
sky130_fd_sc_hd__o21ai_0 | 13 | 3.7
sky130_fd_sc_hd__buf_2 | 2 | 0.57
sky130_fd_sc_hd__nand4_1 | 8 | 2.9
sky130_fd_sc_hd__xor2_1 | 15 | 7.5
sky130_fd_sc_hd__nand3_1 | 10 | 2.9
sky130_fd_sc_hd__mux2i_1 | 2 | 1.1
sky130_fd_sc_hd__nand2_1 | 18 | 3.9
cells by family (layout without fill, tap and decap cells):
family | Yosys count | count (layout)
AOI/OAI and AO/OA | 97 | 97
adders and majority gates | 32 | 32
xor gates and xnor gates | 28 | 28
and+or+nand+nor | 65 | 65
buffers and inverters | 17 | 102
muxes | 2 | 2
routing by layer:
metal  up-vias  global-route usage, %  part of all wire [%]
li1       1103                      -                     -
met1       913                   16.3                    48
met2        61                   21.1                    44
met3         2                   2.88                   8.0
met4         0                  0.623                  0.50
met5         -                      0                     0
report_power, final:
part           switching, mW  internal (mW)  leakage, nW  total (mW)
combinational         0.0318         0.0483         1.18      0.0800
clock                      0              0            0           0
sequential                 0              0            0           0
total                 0.0318         0.0483         1.18      0.0800
layout by cell type, fill, tap and decap left out, types with 2 or more instances in the layout:
| cell | instances |
|---|---|
| sky130_fd_sc_hd__o21ai_0 | 13 |
| sky130_fd_sc_hd__nand2_1 | 18 |
| sky130_fd_sc_hd__a21oi_1 | 29 |
| sky130_fd_sc_hd__o211ai_1 | 3 |
| sky130_fd_sc_hd__nand4_1 | 8 |
| sky130_fd_sc_hd__o21bai_1 | 4 |
| sky130_fd_sc_hd__nor2_1 | 12 |
| sky130_fd_sc_hd__a211oi_1 | 3 |
| sky130_fd_sc_hd__inv_1 | 6 |
| sky130_fd_sc_hd__a311oi_1 | 2 |
| sky130_fd_sc_hd__xor2_1 | 15 |
| sky130_fd_sc_hd__ha_1 | 31 |
| sky130_fd_sc_hd__mux2i_1 | 2 |
| sky130_fd_sc_hd__or2_2 | 3 |
| sky130_fd_sc_hd__clkdlybuf4s50_1 | 96 |
| sky130_fd_sc_hd__a21o_1 | 19 |
| sky130_fd_sc_hd__nand3_1 | 10 |
| sky130_fd_sc_hd__o21a_1 | 2 |
| sky130_fd_sc_hd__nand2b_1 | 2 |
| sky130_fd_sc_hd__o311ai_1 | 2 |
| sky130_fd_sc_hd__xnor2_1 | 13 |
| sky130_fd_sc_hd__nor3_1 | 4 |
| sky130_fd_sc_hd__o221ai_1 | 2 |
| sky130_fd_sc_hd__a31oi_1 | 3 |
stage by stage:
step	utilization [%]	instances	power, mW	hold slack, ns
after floorplan	-	241	0.0385	9.71
after global placement	50.3	398	0.0809	10.68
after CTS	50.3	398	0.0814	10.68
after global routing	50.3	398	0.0892	10.71
after detailed placement	50.3	398	0.0809	10.69
final	50.3	398	0.0800	10.67
worst min path at each step:
stage / from / to / slack (ns)
final: src2_i[0] / sum_o[0] / 10.67
after global routing: src2_i[0] / sum_o[0] / 10.71
after CTS: src2_i[0] / sum_o[0] / 10.68
Power and IR drop assume default switching activity.
