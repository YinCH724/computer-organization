**flow/config.mk**
```make
export PLATFORM = sky130hd
export DESIGN_NAME = ALU
export DESIGN_NICKNAME = ALU
export VERILOG_FILES = /design/flow/design.v
export SDC_FILE = /design/flow/constraint.sdc
export NUM_CORES = 4
export LEC_CHECK = 1
export CORE_UTILIZATION = 30
export SYNTH_HDL_FRONTEND = slang
```
**flow/constraint.sdc**
```tcl
current_design ALU

set clk_period 14.3
set clk_io_pct 0.2

create_clock -name clk0 -period $clk_period

set non_clock_inputs [all_inputs -no_clocks]
set_input_delay [expr $clk_period * $clk_io_pct] -clock clk0 $non_clock_inputs
set_output_delay [expr $clk_period * $clk_io_pct] -clock clk0 [all_outputs]
```
**flow/design.v**
```verilog
`timescale 1ns/1ps
module ALU(
    src1_i,
	src2_i,
	ctrl_i,
	result_o,
	zero_o
	);
input signed [32-1:0]  src1_i;
input signed [32-1:0]  src2_i;
input  [4-1:0]   ctrl_i;
output [32-1:0]	 result_o;
output           zero_o;
reg    [32-1:0]  result_o;
reg             zero_o;
parameter op_add = 4'b0010;
parameter op_sub = 4'b0110;
parameter op_and = 4'b0001;
parameter op_orr = 4'b0000;
parameter op_slt = 4'b0111;
parameter op_non = 4'b1111;
always@(*)begin
	case(ctrl_i)
	op_orr: begin
		result_o = src1_i|src2_i;
	end
	op_and: begin
		result_o = src1_i&src2_i;
	end
	op_add: begin
		result_o = src1_i+src2_i;
	end
	op_sub: begin
		result_o = src1_i-src2_i;
	end
	op_slt: begin
		if(src1_i<src2_i) result_o = 32'd1;
		else result_o = 32'd0;
	end
	default: result_o = 32'd0;	
	endcase
end
always@(*)begin
	if (result_o == 32'd0) zero_o = 1'd1;
	else zero_o = 1'd0;
end
endmodule
```
**flow/run.sh**
```bash
#!/bin/bash
# OpenROAD 26Q1-2900-gdf79404cd8, Yosys 0.63+post, stock flow scripts
make -C /OpenROAD-flow-scripts/flow DESIGN_CONFIG=/design/flow/config.mk WORK_HOME=/design/flow/orfs finish
```
==> metrics.json <==
{
  "synthesis": {
    "netlist_instances": 825,
    "synth.yosys.chip_area_mm2": 0.00551,
    "syn-cell-area_mm2": 0.00551,
    "ys_seq_share_pct": 0,
    "count_of_synthesis_stage_warnings_from_yosys": 0,
    "area_share_top_type_pct": 22.2,
    "synth.yosys.num_cells": 825,
    "synth.area.top_cells": "sky130_fd_sc_hd__ha_1 (22%), sky130_fd_sc_hd__a21oi_1 (7.4%), sky130_fd_sc_hd__inv_1 (6.1%)",
    "synth.largest_area_cell": "sky130_fd_sc_hd__ha_1",
    "yosysUniqueCellTypes": 92,
    "synth.avg_cell_area_um2": 6.68
  },
  "final_timing": {
    "final_critical_path_setup_slack_ps": 3450,
    "period_needed_ps": 10850,
    "setup_total_negative_slack_ps": 0,
    "final_min_period_over_clock_period_pct": 75.9,
    "report.final.hold_viol_count": 0,
    "fmax_ghz": 0.0922,
    "setup_repair_after_global_routing_missed_its_margin": "no",
    "max-slew-margin-rel_pct": 43.6,
    "finalMaxSlewViolations": 0,
    "tightestPinTransition_ps": 835,
    "final-setup-viol-count": 0
  },
  "routing": {
    "drt_wl_total_um": 19800,
    "drt_pass1_iterations": 5,
    "viasPerCell": 5.62,
    "drtAntennaViolNets": 0,
    "wire_per_inst_um": 17.8,
    "num_antenna_cells": 0,
    "drt-initial-drc-count": 642,
    "route.detailed.drc": 0,
    "vias": 6263
  },
  "power": {
    "p_total_w": 0.000254,
    "power.share.switching_pct": 58.3,
    "power.internal_w": 0.000106,
    "p_switching_w": 0.000148,
    "power_density_mw_per_mm2": 38.6,
    "ir_drop_v": 0.0000166,
    "combinationalPowerShare_pct": 100.0,
    "power.clock.fraction_pct": 0,
    "sequentialPowerShare_pct": 0,
    "leakage_nw": 2.87
  },
  "placement": {
    "preCtsSetupSlack_ps": 3530,
    "cell_area_after_placement_mm2": 0.00659,
    "place.detailed.hpwl_um": 16000,
    "routabilityCongestion": 0.990,
    "placedCellCount": 1115,
    "port-buffer-count": 101
  },
  "critical_path": {
    "crit_path_top_delay_cell": "sky130_fd_sc_hd__or4_1",
    "critical_path.max_fanout": 8,
    "cp_cell_sequence": "clkdlybuf4s50_1, inv_1, ha_1, nor2b_2, a2111oi_4, nor4_2, a31oi_1, o41ai_2, nand2_1, a31oi_1, xnor2_1, o22ai_1, or4_1, or4b_1, nor4_2, clkdlybuf4s50_1",
    "arrival_ps": 7990,
    "critPathLaunchType": "input pin",
    "end_kind": "primary output",
    "worst-endpoint-required_ps": 11440,
    "crit_path_max_incr_delay_ps": 580,
    "path_class": "in2out"
  },
  "cts": {
    "cts-hold-fix-buffers": 0,
    "cts_resized": 0,
    "post_cts_buffers": 0
  },
  "floorplan": {
    "fp.dieH_um": 138,
    "floorplan_utilization_pct": 30.7,
    "die_width_um": 138,
    "placeableCoreArea_mm2": 0.0180,
    "design.die.area_mm2": 0.0189,
    "top_level_ports": 101,
    "placement_rows": 49
  },
  "final_layout": {
    "clkbuf_count": 0,
    "area_growth_pct": 19.6,
    "final_design_area_no_fill_mm2": 0.00659,
    "final-instance-count-excl-fill": 1115,
    "area.sequential_um2": 0,
    "n_sequential_cell": 0,
    "fraction_of_layout_instances_using_a_drive_strength_above_1_pct": 5.64
  },
  "global_route": {
    "grt_first_pass_wirelength_um": 31700,
    "largest_net_degree_at_the_start_of_global_routing": 42,
    "grt_antenna_before_repair": 0,
    "overall_overflow_remaining_after_global_route": 0,
    "global_route.usage.total_pct": 21.6,
    "number_of_global_route_vias_before_repair": 5755
  },
  "min_path": {
    "hold_class": "in2out"
  },
  "job": {
    "number_of_warning_messages_in_the_logs": 98,
    "max-cap-violations": 0
  },
  "outcome": {
    "outcome": "finished, final reports clean"
  }
}
==> metal layers <==
layer  global-route usage [%]  wire length [µm]  up-vias
li1                         -                 -     3125
met4                     2.08               176        0
met2                     34.6              9010      215
met5                        0                 0        -
met1                     32.1              9390     2907
met3                     1.99              1230       16
==> cell usage after synthesis, drive strengths merged, types with 4 or more instances <==
cell     instances
a21oi           82
a31oi           18
nand4           13
a41oi            5
mux2i            7
nor3            19
nand3           17
nand2           53
clkbuf          29
inv             96
buf             19
nor4            15
nand2b          10
ha              98
o22ai           14
a211o            6
nor2            84
a211oi          13
a22oi            5
or3              6
and3             4
a311oi           5
o31ai           10
o21ai           51
o21bai          11
a21o            24
or4              6
o211ai           8
a221oi           4
a2111oi          6
o2111ai          6
xnor2           21
nor2b           14
==> critical path: cells and delay by family <==
kind / cells / cell delay [ps]
buffers and inverters: 3 / 1050
adders and majority gates: 1 / 430
xor gates and xnor gates: 1 / 160
and+or+nand+nor: 6 / 2220
AOI/OAI and AO/OA: 5 / 1270
==> logic make-up after synthesis <==
logic type      synth area share, %
compound gates                 37.1
xor+xnor                       3.47
fa+ha+maj                      23.0
buf+inv                        11.5
mux                            1.68
simple gates                   23.2
==> power by group through the flow <==
stage	combinational [W]	clock, W	sequential [W]
4_1_cts	0.000251	0	0
5_1_grt	0.000280	0	0
6_report	0.000254	0	0
==> area by class of cell <==
class	instances	area [µm²]
inverter	96	360
tap	229	287
fill	1959	11400
timing repair buffer	109	1070
multi-input combinational	681	4880
==> cell usage in the layout (no fill, tap or decap), drive strengths merged, types with 4 or more instances in the layout <==
cell type	n
clkdlybuf4s50	100
ha	98
inv	96
nor2	84
a21oi	82
nand2	53
o21ai	51
a21o	24
xnor2	21
nor3	19
a31oi	18
nand3	17
nor4	15
nor2b	14
o22ai	14
nand4	13
a211oi	13
o21bai	11
nand2b	10
o31ai	10
buf	9
o211ai	8
mux2i	7
o2111ai	6
or4	6
a211o	6
or3	6
a2111oi	6
a311oi	5
a41oi	5
a22oi	5
and3	4
a221oi	4
==> path summary, 6_finish.rpt <==
| kind | startpoint | endpoint | slack (ps) | cells past startpoint |
|---|---|---|---|---|
| setup / recovery | src1_i[3] | zero_o | 3450 | 16 |
| hold / removal | ctrl_i[0] | result_o[1] | 6740 | 4 |
==> through the flow <==
stage,utilization [%],hold WS [ps]
CTS,36.7,6740
global placement,36.7,6730
finish,36.7,6740
global route,36.7,6800
floorplan,-,5850
detailed placement,36.7,6740
No activity file was given, so power comes from the tool's default toggle rates.
